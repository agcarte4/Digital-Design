==> flow/design.v <==
module adler32_acc(
    input clk,
    input rst_n,
    input [7:0] data,
    output [31:0] checksum
);
    reg [15:0] Anew, Aold;
    reg [15:0] Bnew, Bold;
    always @(posedge clk) begin
        if(!rst_n) begin
            Anew <= 1;
            Bnew <= 0;
            Aold <= 1;
            Bold <= 0;
            end
        else begin
            Anew = ((Aold + data)%65521);
            Bnew = ((Bold + ((Aold + data)%65521))%65521);
            Aold = Anew;
            Bold = Bnew;
            end
    end
    assign checksum = { Bnew, Anew };
endmodule
==> flow/run.sh <==
#!/bin/bash
# OpenROAD 26Q1-2900-gdf79404cd8, Yosys 0.63+post, stock flow scripts
make -C /OpenROAD-flow-scripts/flow DESIGN_CONFIG=/design/flow/config.mk WORK_HOME=/design/flow/orfs finish
==> flow/config.mk <==
export PLATFORM = sky130hd
export DESIGN_NAME = adler32_acc
export DESIGN_NICKNAME = adler32_acc
export VERILOG_FILES = /design/flow/design.v
export SDC_FILE = /design/flow/constraint.sdc
export NUM_CORES = 4
export LEC_CHECK = 1
export CORE_UTILIZATION = 30
==> flow/constraint.sdc <==
current_design adler32_acc

set clk_period 18.9
set clk_io_pct 0.2

create_clock -name clk0 -period $clk_period [get_ports {clk}]

set non_clock_inputs [all_inputs -no_clocks]
set_input_delay [expr $clk_period * $clk_io_pct] -clock clk0 $non_clock_inputs
set_output_delay [expr $clk_period * $clk_io_pct] -clock clk0 [all_outputs]
==> Changelog: implementation <==
### Implementation results

* Leakage power at ~0.0032 uW
* TritonCTS clock tree: yes
* Worst r2r src: Anew[0]
* First-pass GRT wire length at 44300 microns
* Async SR Flop Fraction at 0%
* Filler cells at about 2800
* Max Cap Violations at 0
* Residual DRC at 0
* Chip height at roughly 170 microns
* Hold depth at 2
* Pre-Place Util at 30.6%
* Worst path required time at approximately 19 ns
* Least-Margin Pin Slew at between 0.9 and 1 ns
* Mean Syn Cell Area at 7.03 sq um
* Fmax achieved at 57.6 MHz
* WL/cell at between 15 and 20 microns
* # resized after CTS at 0
* Distinct lib cells at 107
* Initial antenna violation count at 0
* ANT nets after route at 0
* CTS Hold Buffers Added at 0
* VDD IR-drop max at 0.132 mV
* IO Port Bufs at between 40 and 50
* R2R Path End: Bnew[4]
* Post-synth EDFFs at 0
* Vias after detailed routing at 9135
* Flop area at ~640 sq um
* Hold crit path type: register to register
* Yosys Warn Count at 1
* Clock tree buffer depth at 2
* Die width at 168 microns
* Gr ovfl total at 0
* # IOs at around 42
* Unrepaired setup endpoints after global routing: false
* Vias per cell at 6.00
* Worst-path maximum fanout at 14
* Post-synthesis cell area at 8250 sq um
* Synth flops at 32
* CTS clk-pin slew, worst paths at around 0.050 ns
* Post CTS Setup Buffer Count at 0
* Largest net degree at the start of global routing at 33
* Yosys Instances at about 1200
* Skew final at 0.00487 ns
* Cells on worst reg2reg path at 43
* DRT Pass-1 Iters at 5
* DIE AREA at between 20000 and 30000 sq um
* Crit. End Element: register
* Post-DP HPWL at 22000 microns
* Hold endpoint: Anew[13]
* R2r setup slk at just over 5 ns
* Area delta synth->final at 10.5%
* Layout cell share with drive strength beyond 1 at 7.96%
* Synthesis area per yosys at 8250 sq um
* Minimum clock period at ~17 ns
* Setup TNS Final at 0 ns
* Row cnt at roughly 60
* Post-Syn Instances at 1173
* Startpoint types: input port
* Final tally of setup violations at 0
* Post-layout period usage at 91.8%
* Routability cong. at 0.933
* Fin util at 33.8%
* Power per standard cell area at 183 nW/um^2
* H-Tree Level Count at 2
* Origin of the worst min-delay path: Anew[13]
* OpenROAD warnings at 28
* WS Path Type: input port to register
* Number of diodes at 0
* WL final at about 28000 microns
* Critical path's slowest cell: xnor2_1
* All-layer global routing usage at between 15 and 20%
* Worst-skew pair later-pin latency at 0.28 ns
* Placeable Area at 27000 sq um
* Commonest flop: dfxtp_1
* Clk Tree Root Cell: clkbuf_16
* Slew headroom at 36.0%
* Logic area at about 7300 sq um
* CTS buffer count at 5
* Slew Limit Fails at 0
* 1st-iter DRT viols at between 700 and 800
* Final Hold Viols at 0
* Outcome: finished, final reports clean
* CTS sink cnt at 32
* Critical Path Max Stage Delay at approximately 0.86 ns
* Number of global-route vias before repair at 8276
* Synth Seq Share at 7.76%
* Critical path arrival at about 18 ns
## synth_stat cells, drive strengths merged, types with 7 or more instances
cell	instances	area [sq um]
nor2	106	400
nand2	92	345
o21ai	72	372
xnor2	69	676
a21oi	67	343
nand3	65	325
nor3	59	310
clkbuf	39	146
and2	34	215
dfxtp	32	641
a21o	30	225
ha	30	375
inv	25	93.8
xor2	25	219
a211oi	24	203
o211ai	22	170
or3	22	143
nor4	21	183
nand4	20	131
buf	19	113
mux2i	18	180
nand2b	18	113
o21a	18	136
or2	17	106
a31oi	14	87.6
a2111oi	12	161
and3	12	75.1
o211a	10	100
a211o	9	78.8
a21boi	8	60.1
nor2b	8	50.1
o311ai	7	78.8
o31ai	7	57.6
o32ai	7	61.3
## how the worst max path moves through the flow
stage	start	end	slack [ns]	cells past startpoint
4_1_cts	data[0]	Bnew[4]	1.76	48
5_1_grt	data[0]	Bnew[15]	0.40	45
6_report	data[0]	Bnew[4]	1.55	44
## cells in the final DEF (no fill, tap or decap), types with 13 or more instances in the layout
cell / synthesis / layout
buf_4: 3 / 17
and2_1: 32 / 32
clkdlybuf4s50_1: 0 / 41
o21ai_1: 13 / 13
or3_1: 21 / 21
o211ai_1: 21 / 21
inv_1: 24 / 24
nand2_1: 92 / 92
nand3_1: 65 / 65
o21a_1: 17 / 17
nor3_1: 56 / 56
nor4_1: 17 / 17
dfxtp_1: 32 / 32
a31oi_1: 14 / 14
xnor2_1: 64 / 64
ha_1: 30 / 30
nand2b_1: 18 / 18
a211oi_1: 21 / 21
nor2_1: 105 / 105
xor2_1: 25 / 25
mux2i_1: 18 / 18
or2_2: 16 / 16
o21ai_0: 56 / 56
nand4_1: 19 / 19
a21oi_1: 65 / 65
a21o_1: 30 / 30
## where the power goes
| group | switching [uW] | internal [uW] |
|---|---|---|
| clock | 30.6 | 62.0 |
| combinational | 954 | 519 |
| sequential | 18.7 | 88.1 |
## worst max-delay path: cells and delay by family
kind | cells | cell delay (ns)
AND-OR/OR-AND | 13 | 4.33
XOR/XNOR | 5 | 2.56
adder cells (fa/ha/maj) | 4 | 1.28
buffers and inverters | 4 | 0.91
multiplexers | 1 | 0.10
AND/OR/NAND/NOR | 17 | 4.54
## flip-flops by register name (all words and copies together) (netlist names)
register  count
Anew         16
Bnew         16
## metal layers
layer / up-vias / part of all wire (%) / track usage [%]
met3: 36 / 6.0 / 2.23
met4: 0 / 1.4 / 2.67
met1: 4247 / 49 / 29.8
li1: 4537 / - / -
met2: 315 / 44 / 30.0
met5: - / 0 / 0
## kinds of logic after synthesis
| logic type | Yosys count | synth area share, % |
|---|---|---|
| compound gates | 396 | 35.9 |
| mux | 22 | 2.77 |
| fa+ha+maj | 33 | 5.16 |
| xor+xnor | 94 | 10.8 |
| simple gates | 513 | 33.3 |
| flops | 32 | 7.76 |
| buf+inv | 83 | 4.28 |
## through the flow
| stage | hold slack (ns) | setup WS, ns | total power, uW | cell area [sq um] | cells |
|---|---|---|---|---|---|
| finish | 0.671 | 1.55 | 1670 | 9120 | 1522 |
| global placement | 0.670 | 1.78 | 1560 | 8960 | 1514 |
| CTS | 0.665 | 1.76 | 1650 | 9120 | 1522 |
| global route | 0.748 | 0.397 | 1820 | 9120 | 1522 |
| detailed placement | 0.649 | 1.58 | 1540 | 8960 | 1514 |
| floorplan | 0.532 | 4.06 | 1190 | 8250 | 1173 |
## cell type report
class,instances,share of cell area [%]
clock buffers,6,1.41
clock inverters,2,0.384
multi-input cells,1058,79.6
repair buffers,58,5.90
flip-flops and latches,32,7.02
well taps,341,4.68
inverters,25,1.03
Power is estimated from default activity; no workload was simulated.
