==> ./design.v <==
module sipo(
    input rst, clk,
    input in,
    output [15:0] bcd_A,
    output [15:0] bcd_B,
    output ctrl
);
    wire [3:0] Adigit [3:0];
    wire [3:0] Bdigit [3:0];
    wire w0;
    dff U0 (rst, clk, in, w0);
    sipo_str B3 (rst, clk, w0, Bdigit[3]);
    sipo_str B2 (rst, clk, Bdigit[3][0], Bdigit[2]);
    sipo_str B1 (rst, clk, Bdigit[2][0], Bdigit[1]);
    sipo_str B0 (rst, clk, Bdigit[1][0], Bdigit[0]);
    sipo_str A3 (rst, clk, Bdigit[0][0], Adigit[3]);
    sipo_str A2 (rst, clk, Adigit[3][0], Adigit[2]);
    sipo_str A1 (rst, clk, Adigit[2][0], Adigit[1]);
    sipo_str A0 (rst, clk, Adigit[1][0], Adigit[0]);
    assign ctrl = w0;
    assign bcd_A[3:0] = Adigit[0];
    assign bcd_A[7:4] = Adigit[1];
    assign bcd_A[11:8] = Adigit[2];
    assign bcd_A[15:12] = Adigit[3];
    assign bcd_B[3:0] = Bdigit[0];
    assign bcd_B[7:4] = Bdigit[1];
    assign bcd_B[11:8] = Bdigit[2];
    assign bcd_B[15:12] = Bdigit[3];
endmodule
module sipo_str (
  input rst, clk,
  input in,
  output [3:0] f
);
  dff msb ( rst, clk, in, f[3] );
  dff u2  ( rst, clk, f[3], f[2] );
  dff u1  ( rst, clk, f[2], f[1] );
  dff lsb ( rst, clk, f[1], f[0] );
endmodule
module dff (
  input rst, clk,
  input d,
  output reg q
);
  always @( posedge clk )
    if( rst )
      q <= 0;
    else
      q <= d;
endmodule
==> ./run.sh <==
#!/bin/bash
# OpenROAD 26Q1-2900-gdf79404cd8, Yosys 0.63+post, stock flow scripts
make -C /OpenROAD-flow-scripts/flow DESIGN_CONFIG=/design/flow/config.mk WORK_HOME=/design/flow/orfs finish
==> ./config.mk <==
export PLATFORM = sky130hd
export DESIGN_NAME = sipo
export DESIGN_NICKNAME = sipo
export VERILOG_FILES = /design/flow/design.v
export SDC_FILE = /design/flow/constraint.sdc
export NUM_CORES = 4
export LEC_CHECK = 1
export CORE_AREA = 10 10 91 91
export DIE_AREA = 0 0 101 101
==> ./constraint.sdc <==
current_design sipo

set clk_period 1.0
set clk_io_pct 0.2

create_clock -name clk0 -period $clk_period [get_ports {clk}]

set non_clock_inputs [all_inputs -no_clocks]
set_input_delay [expr $clk_period * $clk_io_pct] -clock clk0 $non_clock_inputs
set_output_delay [expr $clk_period * $clk_io_pct] -clock clk0 [all_outputs]
==> run notes <==
Flow results follow.

For this sky-water flow run, the detailed-routed wirelength per cell is reported as 10.2 um. The worst clock skew is 0.00261 ns. The total cells reported by yosys after synthesis is 101. Recorded from the global router log, the overflow total was 0. The post-synthesis sequential element count is 33. For the pin with the worst max-slew slack, the measured transition is 0.145 ns.

The routed layout reports a DRC error count of 0. The slowest stage of the critical path belongs to the cell sky130_fd_sc_hd__dfxtp_2. The largest vdd supply drop is 673 uV. Per the detailed-route log, wirelength across all metal layers totals 1970 um. According to the CTS report, the clock sink count is 33.

The maximum number of pins on one net before global-route repair is 34. The count of endpoints failing hold in the final timing report is 0. The number of placed cells counting well taps is roughly 180. The worst path in the final design needs a cycle of 0.957 ns, including I/O delays and setup. CTS placed an instance of sky130_fd_sc_hd__clkbuf_8 at the clock tree root. The setup total negative slack is 0 ns. For the worst-skew pair, the clock arrives at the later sink with an insertion delay of 0.27 ns.

Counting every instance in the synthesized netlist gives 101. Setup repair after global routing left no endpoint under its margin. The type of element launching the critical path is a flop. The run finished with clean final reports.

According to the floorplan report, the die height is around 100 um. The total CTS buffers is 5. For this run, the top clock speed supported by timing is 1050 MHz. Per the OpenROAD floorplan log, the width of the die is about 100 um. Looking at the setup timing report, the critical path kind is flop to output pin. The static leakage power is around 0.60 nW. For this block, the via count after detailed routing is 580. In this run, post-CTS hold repair placed 0 buffers. The number of warnings issued by yosys is 2. After the flow finishes, the layout carries non-filler instances totaling 192. The buffer and inverter count on the worst path is 1.

The number of antenna violations at the first check in global routing is 0. In the log, the iteration count for the first detailed-route pass is 2. The number of global-route vias before repair is 571.

Summing over the stages, the warning tally comes to 25. The number of maximum-capacitance violations recorded for the run is 0. The sum of net half-perimeters after detailed placement is roughly 1400 um.

According to the floorplan log, the row count is 29. Of the synthesized area, sequential elements account for 0.585. The number of placed I/O pins is 36.

The ratio of final minimum period to clock period is 0.957. The endpoint required time on the critical path is 0.80 ns. Sorting the synthesized cells by area gives the leading types as sky130_fd_sc_hd__dfxtp_1, sky130_fd_sc_hd__buf_4, sky130_fd_sc_hd__nor2b_1.

Per STA, the worst path is made up of clkdlybuf4s15_1. The count of nets left with antenna violations once routing finished came out at 0. Per STA, the highest per-stage delay on the worst path measures 0.33 ns. The count of final max-slew check failures is 0. The core region area is 6350 um^2. The worst relative slew slack is 0.903.

The data arrival time of the worst path is 0.76 ns. The report lists the power per cell area as 1680 nW/um^2. Per the detail_route report, inserted antenna diodes total 0. The layout summary lists the proportion of cells stronger than drive strength 1 as 0.609. Dividing the synthesized area by the synthesized cell count gives ~11 um^2. Per the run report, area growth between synthesis and finish was 21.2%. The count of routing violations after the opening detailed-route iteration is 13. The gate family responsible for the most delay along the worst path is flip-flops. The type recorded for the worst min-delay path is flop to flop. The synthesized netlist has a Yosys-reported chip area of 1130 um^2. Port buffering added 35 buffers. TritonCTS built the clock tree.

The share of synthesized area in the top cell type comes to 0.585. CTS reports a maximum clock tree buffer depth of 2. The share of the core area taken by cells at floorplan is 0.178. The cell type with the highest aggregate area in the netlist is sky130_fd_sc_hd__dfxtp_1. The end-of-flow timing check tallies setup violations at 0. The die outline area is 10200 um^2. In this run the cell area of the synthesized design comes to 1130 um^2.

The total global routing track utilization is 0.0393. The critical path endpoint category is an output pin. The weighted congestion at the end of routability-driven global placement is 0.712.

In this run the number of H-tree levels came out at 2. The clock-pin slew on the worst setup and hold paths is 0.07 ns. The number of vias per cell after detailed routing is between 3 and 4.

Fill cells in the final layout number just under 700. Yosys mapped the design onto 3 distinct sky130hd cell types. The biggest fanout along the worst timing path is 2. The global-route wire length before repair is 3130 um.
[synthesized netlist by cell type]
| library cell | count |
|---|---|
| sky130_fd_sc_hd__buf_4 | 35 |
| sky130_fd_sc_hd__nor2b_1 | 33 |
| sky130_fd_sc_hd__dfxtp_1 | 33 |
[metal layers]
| metal | wire [um] | global-route usage | vias to the layer above |
|---|---|---|---|
| met5 | 0 | 0 | - |
| met4 | 10 | 0.00536 | 0 |
| met3 | 385 | 0.0333 | 2 |
| met2 | 747 | 0.0477 | 28 |
| met1 | 823 | 0.0524 | 251 |
| li1 | - | - | 299 |
[what timing repair did]
action / 4_1_cts / 5_1_grt
setup buffers: 2 / 2
gates cloned: 0 / 0
endpoints found under the setup margin: 33 / 23
resized: 106 / 22
[kinds of logic after synthesis]
kind of cell           synth area share
AND/OR/NAND/NOR                   0.183
buffers and inverters             0.233
flip-flops                        0.585
[layout make-up]
type / count / area, um^2 / area share
clock buffers: 6 / 72.6 / 0.0530
clock inverters: 2 / 10.0 / 0.00731
well taps: 77 / 96.3 / 0.0704
multi-input cells: 33 / 206 / 0.151
repair buffers: 41 / 283 / 0.207
flip-flops and latches: 33 / 701 / 0.512
[final timing paths]
check | startpoint | to | slack, ns | depth (start not counted)
setup / recovery | B3.lsb.q | bcd_B[12] | 0.04 | 1
hold / removal | A3.u1.q | A3.lsb.q | 0.46 | 1
setup reg to reg | B2.msb.q | B2.u2.q | 0.22 | 3
hold reg to reg | A3.u1.q | A3.lsb.q | 0.46 | 1
[power breakdown]
group	total [mW]	internal (mW)	switching [mW]	leakage, nW
Sequential	1.32	1.32	0.00253	0.282
Combinational	0.0475	0.0238	0.0237	0.276
Clock	0.929	0.481	0.447	0.0450
Total	2.30	1.83	0.473	0.603
[cells in the final DEF, fill, tap and decap left out]
master	n
sky130_fd_sc_hd__clkdlybuf4s15_1	8
sky130_fd_sc_hd__dfxtp_2	32
sky130_fd_sc_hd__clkbuf_8	5
sky130_fd_sc_hd__buf_12	1
sky130_fd_sc_hd__clkinv_2	2
sky130_fd_sc_hd__clkdlybuf4s50_1	2
sky130_fd_sc_hd__nor2b_1	33
sky130_fd_sc_hd__clkbuf_1	1
sky130_fd_sc_hd__buf_2	5
sky130_fd_sc_hd__clkbuf_2	20
sky130_fd_sc_hd__dfxtp_1	1
sky130_fd_sc_hd__buf_4	5
[metrics by stage]
step / power, mW / hold WS [ns] / utilization / worst slack, ns / cell area, um^2
after floorplan: 1.38 / 0.272 / - / 0.410 / 1130
after global placement: 1.41 / 0.443 / 0.211 / -0.101 / 1340
after detailed placement: 1.41 / 0.450 / 0.211 / -0.103 / 1340
after CTS: 2.36 / 0.458 / 0.230 / 0.000534 / 1460
after global routing: 2.42 / 0.470 / 0.216 / 0.00207 / 1370
final: 2.30 / 0.456 / 0.216 / 0.0431 / 1370
Power figures rest on the tool's default switching activity, not on a simulated workload.
