`config.mk`:
```
export PLATFORM = sky130hd
export DESIGN_NAME = piso
export DESIGN_NICKNAME = piso
export VERILOG_FILES = /design/flow/design.v
export SDC_FILE = /design/flow/constraint.sdc
export NUM_CORES = 4
export LEC_CHECK = 1
export CORE_AREA = 10 10 81 81
export DIE_AREA = 0 0 91 91
```
`constraint.sdc`:
```
current_design piso

set clk_period 1.0
set clk_io_pct 0.2

create_clock -name clk0 -period $clk_period [get_ports {clk}]

set non_clock_inputs [all_inputs -no_clocks]
set_input_delay [expr $clk_period * $clk_io_pct] -clock clk0 $non_clock_inputs
set_output_delay [expr $clk_period * $clk_io_pct] -clock clk0 [all_outputs]
```
`design.v`:
```
module piso (
  input rst, clk,
  input ld,
  input [19:0] in,
  output f
);
  wire [3:0] q;
  piso_msb byte4 (rst, clk, ld, in[19:16], q[3]);
  piso_reg byte3 (rst, clk, ld, q[3], in[15:12], q[2]);
  piso_reg byte2 (rst, clk, ld, q[2], in[11:8], q[1]);
  piso_reg byte1 (rst, clk, ld, q[1], in[7:4], q[0]);
  piso_reg byte0 (rst, clk, ld, q[0], in[3:0], f);
endmodule
module piso_msb (
  input rst, clk,
  input ld, 
  input [3:0] in,
  output f
);
wire [3:0] d;
wire [3:0] q;
assign d[3] = ld ? in[3] : 0;
assign d[2] = ld ? in[2] : q[3];
assign d[1] = ld ? in[1] : q[2];
assign d[0] = ld ? in[0] : q[1];
dff bit3 (rst, clk, d[3], q[3]);
dff bit2 (rst, clk, d[2], q[2]);
dff bit1 (rst, clk, d[1], q[1]);
dff bit0 (rst, clk, d[0], q[0]);
assign f = q[0]; 
endmodule
module piso_reg (
  input rst, clk,
  input ld, 
  input prev,
  input [3:0] in,
  output f
);
wire [3:0] d;
wire [3:0] q;
assign d[3] = ld ? in[3] : prev;
assign d[2] = ld ? in[2] : q[3];
assign d[1] = ld ? in[1] : q[2];
assign d[0] = ld ? in[0] : q[1];
dff bit3 (rst, clk, d[3], q[3]);
dff bit2 (rst, clk, d[2], q[2]);
dff bit1 (rst, clk, d[1], q[1]);
dff bit0 (rst, clk, d[0], q[0]);
assign f = q[0]; 
endmodule
module sipo(
    input rst, clk,
    input in,
    output [15:0] bcd_A,
    output [15:0] bcd_B,
    output ctrl
);
    wire [3:0] Adigit [3:0];
    wire [3:0] Bdigit [3:0];
    wire w0;
    dff U0 (rst, clk, in, w0);
    sipo_str B3 (rst, clk, w0, Bdigit[3]);
    sipo_str B2 (rst, clk, Bdigit[3][0], Bdigit[2]);
    sipo_str B1 (rst, clk, Bdigit[2][0], Bdigit[1]);
    sipo_str B0 (rst, clk, Bdigit[1][0], Bdigit[0]);
    sipo_str A3 (rst, clk, Bdigit[0][0], Adigit[3]);
    sipo_str A2 (rst, clk, Adigit[3][0], Adigit[2]);
    sipo_str A1 (rst, clk, Adigit[2][0], Adigit[1]);
    sipo_str A0 (rst, clk, Adigit[1][0], Adigit[0]);
    assign ctrl = w0;
    assign bcd_A[3:0] = Adigit[0];
    assign bcd_A[7:4] = Adigit[1];
    assign bcd_A[11:8] = Adigit[2];
    assign bcd_A[15:12] = Adigit[3];
    assign bcd_B[3:0] = Bdigit[0];
    assign bcd_B[7:4] = Bdigit[1];
    assign bcd_B[11:8] = Bdigit[2];
    assign bcd_B[15:12] = Bdigit[3];
endmodule
module sipo_str (
  input rst, clk,
  input in,
  output [3:0] f
);
  dff msb ( rst, clk, in, f[3] );
  dff u2  ( rst, clk, f[3], f[2] );
  dff u1  ( rst, clk, f[2], f[1] );
  dff lsb ( rst, clk, f[1], f[0] );
endmodule
module dff (
  input rst, clk,
  input d,
  output reg q
);
  always @( posedge clk )
    if( rst )
      q <= 0;
    else
      q <= d;
endmodule
```
`run.sh`:
```
#!/bin/bash
# OpenROAD 26Q1-2900-gdf79404cd8, Yosys 0.63+post, stock flow scripts
make -C /OpenROAD-flow-scripts/flow DESIGN_CONFIG=/design/flow/config.mk WORK_HOME=/design/flow/orfs finish
```
==> flow_metrics.env <==
# yosys + openroad results
export IMPL_ys_seq_share_pct=57.1
export IMPL_edf_count=0
export IMPL_report_final_slew_viol_count=0
export IMPL_io_pins=24
export IMPL_die_area_um2=8280
export IMPL_yosys_cells=64
export IMPL_powerDensity_nw_per_um2=1430
export IMPL_cts_root_buf="clkbuf_8"
export IMPL_synthCells=64
export IMPL_synth_async_reset_ratio_pct=0
export IMPL_critPathCaptureType="output port"
export IMPL_num_antenna_cells=0
export IMPL_drv_cap=0
export IMPL_r2r_slack_ns=0.41
export IMPL_warnings=25
export IMPL_period_minus_slack_ns=0.910
export IMPL_final_cells=157
export IMPL_path_clk_slew_ns=0.06
export IMPL_ctsHoldBuffers=0
export IMPL_rsz0062_at_grt="no"
export IMPL_area_growth_syn_to_layout_pct=55.7
export IMPL_timing_slew_headroom_pct=91.1
export IMPL_drc=0
export IMPL_synth_warnings=1
export IMPL_r2r_cells=2
export IMPL_totalWireLength_mm=1.67
export IMPL_drtIter0Drc=10
export IMPL_postLayoutCoreUtil_pct=22.6
export IMPL_crit_cells=1
export IMPL_die_h_um=91
export IMPL_cp_required_ns=0.80
export IMPL_core_region_area_um2=4820
export IMPL_area_leaders="dfxtp_1, mux2i_1, nor2_1"
export IMPL_hp_class="reg2reg"
export IMPL_fmax_mhz=1100
export IMPL_clock_path_buffers=2
export IMPL_hold_viol=0
export IMPL_leakage_nw=0.468
export IMPL_clk_latency_ns=0.25
export IMPL_vias=485
export IMPL_avgSynthCellArea_um2=10.9
export IMPL_max_vdd_ir_drop_v=0.000521
export IMPL_port_buffers=23
export IMPL_dominantRegCellSynth="dfxtp_1"
export IMPL_top_area_share_pct=57.1
export IMPL_outcome="completed"
export IMPL_die_w_um=91
export IMPL_cts_tree="built"
export IMPL_final_setup_viol_count=0
export IMPL_numCtsBuffers=3
export IMPL_fill_cells=518
export IMPL_place_inst=153
export IMPL_crit_buf_inv=1
export IMPL_worstSetupEndpoint="f"
export IMPL_cp_start_kind="flip-flop"
export IMPL_r2r_start="byte3.bit0.q"
export IMPL_yosysTopAreaCell="dfxtp_1"
export IMPL_drive_gt1_share_pct=7.78
export IMPL_finalSetupTns_ns=0
export IMPL_num_rows=25
export IMPL_yosysChipArea_um2=701
export IMPL_core_util_floorplan_pct=14.5
export IMPL_grt_total_usage_pct=4.14
export IMPL_crit_family="flip-flops"
export IMPL_finalCritPeriodShare_pct=91.0
export IMPL_worstPathCellList="clkdlybuf4s15_1"
export IMPL_timing_hold_ws_ns=0.467
export IMPL_syn_area_um2=701
export IMPL_cpPeakStageDelay_ns=0.30
export IMPL_ys_flops=20
export IMPL_grt_max_degree=13
export IMPL_critPathSlowestCell="dfxtp_1"
export IMPL_numClockSinks=20
export IMPL_antenna_found_initial=0
export IMPL_critical_path_class="reg2out"
export IMPL_wl_per_cell_um=10.6
export IMPL_fin_skew_ns=0.00415
export IMPL_cts_max_level=1
export IMPL_setup_worst_path_start="byte0.bit0.q"
export IMPL_grt_overflow=0
export IMPL_vias_per_cell=3.09
export IMPL_gp_congestion=0.690
export IMPL_crit_path_max_fanout=1
export IMPL_worst_r2r_endpoint="byte2.bit3.q"
export IMPL_worst_pin_slew_ns=0.130
export IMPL_postRouteAntennaNets=0
export IMPL_grt_first_pass_wirelength_mm=2.68
export IMPL_synthTopCellsByCount="dfxtp_1, nor2_1, mux2i_1, buf_6"
export IMPL_crit_arrival_ns=0.71
export IMPL_firstDrtPassIters=3
export IMPL_grt_pass1_vias=494
export IMPL_ys_types=7
[layer usage]
layer | GRT usage, % | wire [um]
met5 | 0 | 0
met4 | 0.131 | 0
met3 | 2.57 | 162
met2 | 5.37 | 618
met1 | 5.97 | 884
[power by group]
part           switching, W  internal, W
Combinational     0.0000735     0.000149
Clock              0.000217     0.000267
Sequential        0.0000115     0.000843
[kinds of logic after synthesis]
group	share of synthesized area, %
flip-flops	57.1
AND/OR/NAND/NOR	11.2
multiplexers	27.1
buffers and inverters	4.46
[flip-flops by register name, indices dropped and copies added (netlist names)]
register and flops:
byte0.bit0.q 1, byte0.bit1.q 1, byte0.bit2.q 1, byte0.bit3.q 1, byte1.bit0.q 1, byte1.bit1.q 1, byte1.bit2.q 1, byte1.bit3.q 1
byte2.bit0.q 1, byte2.bit1.q 1, byte2.bit2.q 1, byte2.bit3.q 1, byte3.bit0.q 1, byte3.bit1.q 1, byte3.bit2.q 1, byte3.bit3.q 1
byte4.bit0.q 1, byte4.bit1.q 1, byte4.bit2.q 1, byte4.bit3.q 1
[area by class of cell]
| type | count | area [um^2] | share of cell area (%) |
|---|---|---|---|
| Sequential cell | 20 | 400 | 36.7 |
| Timing Repair Buffer | 27 | 297 | 27.2 |
| Multi-Input combinational cell | 40 | 269 | 24.7 |
| Tap cell | 67 | 83.8 | 7.68 |
| Clock buffer | 3 | 41.3 | 3.78 |
[metrics by stage]
stage | total power (W) | instance area, um^2 | setup slack, ns
detailed placement | 0.00108 | 1020 | -0.287
CTS | 0.00159 | 1090 | 0.0250
floorplan | 0.000965 | 701 | 0.320
finish | 0.00156 | 1090 | 0.0903
global route | 0.00165 | 1090 | 0.0477
global placement | 0.00108 | 1020 | -0.263
[worst min path at each step]
| stage | cells after the start | startpoint | end |
|---|---|---|---|
| CTS | 2 | byte1.bit3.q | byte1.bit2.q |
| global route | 2 | byte1.bit0.q | byte0.bit3.q |
| finish | 2 | byte0.bit1.q | byte0.bit0.q |
[placed cells by master, fill, tap and decap left out]
| cell | instances |
|---|---|
| clkdlybuf4s50_1 | 21 |
| nor2_1 | 20 |
| dfxtp_1 | 20 |
| mux2i_1 | 19 |
| clkbuf_8 | 3 |
| buf_4 | 2 |
| nand2_1 | 1 |
| bufbuf_16 | 1 |
| dlygate4sd2_1 | 1 |
| clkdlybuf4s15_1 | 1 |
| buf_12 | 1 |
[worst min-delay path: stages, from the launching register on]
cell and delay, ns:
dfxtp_1 0.30, mux2i_1 0.05, nor2_1 0.07
[repair_timing]
item,4_1_cts,5_1_grt
resized,2,1
buffers inserted,0,0
gates cloned,1,0
endpoints found under the setup margin,19,1
Power figures rest on the tool's default switching activity, not on a simulated workload.
